==> /design/flow/design.v <==
module PFA(InA, InB, Cin, P, G, Out);
input InA, InB, Cin;
output P, G, Out;
wire w1;
assign P = InA ^ InB;
assign G = InA & InB;
assign Out = P ^ Cin; 
endmodule
module additionLogic(A, B, Cin, sign, Op, Out, Ofl);
input [15:0] A, B;
input [1:0] Op;
input Cin, sign;
output [15:0] Out;
output Ofl;
wire c12, c16, p, g, signedOfl, unsignedOfl, neg, negOfl, posOfl;
wire[15:0] addOut, w1, w2, out1, out2, out3;
	sixteenBitCLA cla(.InA(A), .InB(B), .Out(addOut), .C0(Cin), .C12(c12), .C16(c16), .P(p), .G(g));
	assign out1 = A | B;
	assign out2 = A ^ B;
	assign out3 = A & B;
	assign w1 = Op[0] ? out1 : addOut;
	assign w2 = Op[0] ? out3 : out2;
	assign Out = Op[1] ? w2 : w1;
	assign neg = (A[15] & B[15]) ? 1 : 0;
	assign negOfl = (neg & ~Out[15]) ? 1 : 0;  
	assign posOfl = (~neg & Out[15]) ? 1 : 0;  
 	assign signedOfl = negOfl | posOfl;
	assign unsignedOfl = c16 ? 1 : 0;
	assign Ofl = sign ? signedOfl : unsignedOfl;
endmodule
module fourBitCLA(InA, InB, Out, c0, c4, p, g);
input [3:0] InA, InB;
input c0;
output [3:0] Out;
output c4, p, g;
wire p0, p1, p2, p3, g0, g1, g2, g3, c1, c2, c3;
PFA pfa1(.InA(InA[0]), .InB(InB[0]), .Cin(c0), .P(p0), .G(g0), .Out(Out[0]));
PFA pfa2(.InA(InA[1]), .InB(InB[1]), .Cin(c1), .P(p1), .G(g1), .Out(Out[1]));
PFA pfa3(.InA(InA[2]), .InB(InB[2]), .Cin(c2), .P(p2), .G(g2), .Out(Out[2]));
PFA pfa4(.InA(InA[3]), .InB(InB[3]), .Cin(c3), .P(p3), .G(g3), .Out(Out[3]));
assign c1 = g0 | (p0 & c0);
assign c2 = g1 | (p1 & g0) | (p1 & p0 & c0);
assign c3 = g2 | (p2 & g1) | (p2 & p1 & g0) | (p2 & p1 & p0 & c0);
assign c4 = g3 | (p3 & g2) | (p3 & p2 & g1) | (p3 & p2 & p1 & g0) | (p3 & p2 & p1 & p0 & c0);
assign p = p0 & p1 & p2 & p3;
assign g = g3 | (g2 & p3) | (g1 & p2 & p3) | (g0 & p1 & p2 & p3);
endmodule
module pc_control(jump, branch, imm, pcCurrent, mainALUresult, readAdd, plus2Out, branchCon);
input jump, branch, branchCon;
input [15:0] imm, mainALUresult,pcCurrent;
output [15:0] readAdd, plus2Out;
wire aluOfl, aluZero, zero;
wire plus2Ofl, plus2Zero, pcSrc1 ;
wire [15:0]  aluResult, readAddWire, pcSrc2, plus2OutWire, two;
wire [2:0] addition;
assign two = 16'd2;
assign addition = 3'b100;
assign zero = 0;
simpleAlu plus2(.A(pcCurrent), .B(two), .Cin(zero), .Op(addition), .sign(zero), .Out(plus2OutWire), .Ofl(plus2Ofl), .Z(plus2Zero));
simpleAlu pcALU(.A(plus2OutWire), .B(imm), .Cin(zero), .Op(addition), .sign(zero), .Out(aluResult), .Ofl(aluOfl), .Z(aluZero));
assign pcSrc1 = branch & branchCon;
assign pcSrc2 = pcSrc1 ? aluResult : plus2Out;
assign readAddWire = jump ? mainALUresult : pcSrc2;
assign readAdd = readAddWire;
assign plus2Out = plus2OutWire;
endmodule
module simpleAlu (A, B, Cin, Op, sign, Out, Ofl, Z);
        input [15:0] A;
        input [15:0] B;
        input Cin;  
        input [2:0] Op;
        input sign;  
        output [15:0] Out;
        output Ofl;  
        output Z;  
	assign Z = Out == 0 ? 1 : 0;
	wire [15:0] out1, out2;
	wire	overflow;
	additionLogic addlogic(.A(A), .B(B), .Cin(Cin), .sign(sign), .Op(Op[1:0]), .Out(out2), .Ofl(overflow));
	assign Out = out2;  
    assign Ofl = Op[2] ? overflow : 0;
endmodule
module sixteenBitCLA(InA, InB, Out, C0, C12, C16, P, G);
input [15:0] InA, InB;
input C0;
output [15:0] Out;
output C12, C16, P, G;
wire P0, P4, P8, P12, G0, G4, G8, G12, C4, C8, C12;
fourBitCLA cla1(.InA(InA[3:0]), .InB(InB[3:0]), .Out(Out[3:0]), .c0(C0), .c4(C4), .p(P0), .g(G0));
fourBitCLA cla2(.InA(InA[7:4]), .InB(InB[7:4]), .Out(Out[7:4]), .c0(C4), .c4(C8), .p(P4), .g(G4));
fourBitCLA cla3(.InA(InA[11:8]), .InB(InB[11:8]), .Out(Out[11:8]), .c0(C8), .c4(C12), .p(P8), .g(G8));
fourBitCLA cla4(.InA(InA[15:12]), .InB(InB[15:12]), .Out(Out[15:12]), .c0(C12), .c4(C16), .p(P12), .g(G12));
assign P = P0 & P4 & P8 & P12;
assign G = G12 | (G8 & P12) | (G4 & P8 & P12) | (G0 & P4 & P8 & P12);
endmodule
==> /design/flow/run.sh <==
#!/bin/bash
# OpenROAD 26Q1-2900-gdf79404cd8, Yosys 0.63+post, stock flow scripts
make -C /OpenROAD-flow-scripts/flow DESIGN_CONFIG=/design/flow/config.mk WORK_HOME=/design/flow/orfs finish
==> /design/flow/config.mk <==
export PLATFORM = sky130hd
export DESIGN_NAME = pc_control
export DESIGN_NICKNAME = pc_control
export VERILOG_FILES = /design/flow/design.v
export SDC_FILE = /design/flow/constraint.sdc
export NUM_CORES = 4
export LEC_CHECK = 1
export CORE_AREA = 10 10 94 94
export DIE_AREA = 0 0 104 104
==> /design/flow/constraint.sdc <==
current_design pc_control

set clk_period 6.6
set clk_io_pct 0.2

create_clock -name clk0 -period $clk_period

set non_clock_inputs [all_inputs -no_clocks]
set_input_delay [expr $clk_period * $clk_io_pct] -clock clk0 $non_clock_inputs
set_output_delay [expr $clk_period * $clk_io_pct] -clock clk0 [all_outputs]
==> results.sh <==
# implementation run metrics
export IMPL_status="complete, no violations"
export IMPL_first_pass_iters=4
export IMPL_drtIter0Drc=49
export IMPL_grtUsageTotal=0.0919
export IMPL_warnings=32
export IMPL_fin_setup_tns_ns=0
export IMPL_portBuffers=83
export IMPL_wl_per_cell_um=14.8
export IMPL_die_y_um=104
export IMPL_min_period_ns=6.28
export IMPL_fill_cells=750
export IMPL_yosys_area_um2=1310
export IMPL_cap_viol_max_count=0
export IMPL_worst_slew_pin_slew_ns=0.575
export IMPL_holdWs_ns=3.51
export IMPL_layout_top_cells="clkdlybuf4s50_1, ha_1, a21oi_1"
export IMPL_routabilityCongestion=0.822
export IMPL_crit_required_ns=5.28
export IMPL_core_area_um2=6830
export IMPL_clock_buffers=0
export IMPL_critPathMaxFanout=4
export IMPL_hold_viol=0
export IMPL_remaining_drc_errors=0
export IMPL_grt_overflow=0
export IMPL_fp_dieW_um=104
export IMPL_grt_pass1_vias=1578
export IMPL_antennaDiodeCount=0
export IMPL_nFlopsAndLatches=0
export IMPL_cp_end_kind="primary output"
export IMPL_cpPeakStageDelay_ns=0.49
export IMPL_initCoreUtil=0.192
export IMPL_place_area_um2=2150
export IMPL_synth_cell_types=37
export IMPL_fin_area_um2=2190
export IMPL_arrival_ns=4.96
export IMPL_critPathKind="primary input to primary output"
export IMPL_layout_drive_gt1_share=0.0772
export IMPL_ctsHoldBuffers=0
export IMPL_p_leak_nw=0.914
export IMPL_yosys_warnings=0
export IMPL_lay_top_count="clkdlybuf4s50_1"
export IMPL_routed_wl_um=5060
export IMPL_finalMaxSlewViolations=0
export IMPL_ir_drop_v=0.0000379
export IMPL_syn_to_final_growth_pct=66.9
export IMPL_synthesis_area_um2=1310
export IMPL_grt_pass1_wl_um=8270
export IMPL_ys_seq_frac=0
export IMPL_ys_cells=180
export IMPL_finalSetupViolCount=0
export IMPL_hpwl_um=4290
export IMPL_crit_chain="clkdlybuf4s50_1 > ha_1 > xor2_1 > ha_1 > and4_2 > a2111oi_2 > nor3_1 > o21a_1 > nor2_2 > fa_1 > nor2_1 > a21oi_1 > o21ai_0 > clkdlybuf4s50_1"
export IMPL_worstSetupStartpointType="primary input"
export IMPL_power_density_nw_per_um2=76.0
export IMPL_avgSynthCellArea_um2=7.30
export IMPL_hp_class="primary input to primary output"
export IMPL_period_used=0.951
export IMPL_max_slew_margin=0.616
export IMPL_dp_worst_setup_slack_ns=0.113
export IMPL_mi_logic_area_um2=1170
export IMPL_io_pins=83
export IMPL_synth_cells=180
export IMPL_placementRows=30
export IMPL_drtAntennaViolNets=0
export IMPL_path_buffers=2
export IMPL_routed_via_density=4.39
export IMPL_grt_max_degree=26
export IMPL_critPathSlowestCell="clkdlybuf4s50_1"
export IMPL_seq_area_um2=0
export IMPL_fmax_ghz=0.159
export IMPL_setup_ws_ns=0.324
export IMPL_path_delay_family="adder cells"
export IMPL_antenna_found_initial=0
export IMPL_vias=1502
export IMPL_dieArea_um2=10800
[routing by layer]
metal	routed length, um	vias up	part of all wire	GRT usage
li1	-	768	-	-
met1	2340	678	0.46	0.123
met2	2250	56	0.44	0.150
met3	472	0	0.093	0.0288
met4	0	0	0	0
met5	0	-	0	0
[cell families after synthesis]
logic type,share of synthesized area
mux,0.0324
simple gates,0.188
buf+inv,0.135
xor+xnor,0.133
compound gates,0.270
fa+ha+maj,0.242
[what timing repair did]
action | CTS | global route
buffers inserted | 0 | 1
resized | 0 | 7
hold endpoints to repair | 0 | 0
setup endpoints to repair | 0 | 3
[where the power goes]
part	leakage (nW)	switching (W)	total, W	internal [W]
Clock	0	0	0	0
Combinational	0.914	0.0000673	0.000167	0.0000993
Sequential	0	0	0	0
[synth_stat cells]
master	instances	area, um^2
a2111oi_2	2	30.0
a21o_1	6	45.0
a21oi_1	17	85.1
a221o_1	1	10.0
a22oi_1	1	7.51
a2bb2oi_1	2	17.5
a31o_2	1	8.76
a31oi_1	1	6.26
and2_0	1	6.26
and2_1	3	18.8
and3_1	5	31.3
and4_2	1	10.0
buf_2	1	5.00
buf_4	16	120
clkbuf_1	5	18.8
fa_1	4	80.1
ha_1	19	238
inv_1	9	33.8
mux2_2	2	22.5
mux2i_1	2	20.0
nand2_1	14	52.6
nand2b_1	2	12.5
nand3_1	4	20.0
nand4_1	3	18.8
nor2_1	10	37.5
nor2b_1	1	6.26
nor3_1	3	15.0
o2111ai_1	1	8.76
o211a_1	1	10.0
o211ai_1	3	22.5
o21a_1	6	45.0
o21ai_0	10	50.1
o31ai_1	1	7.51
or2_2	1	6.26
or3_4	1	11.3
xnor2_1	8	70.1
xor2_1	12	105
[stage by stage]
step	cells	util	total power, W
floorplan	180	-	0.0000876
global placement	341	0.315	0.000165
detailed placement	341	0.315	0.000165
CTS	341	0.315	0.000167
global route	342	0.321	0.000188
finish	342	0.321	0.000167
[path summary, 6_finish.rpt]
check | from | end | slack, ns | cells after the start
max | pcCurrent[1] | readAdd[12] | 0.32 | 14
min | pcCurrent[0] | plus2Out[0] | 3.51 | 2
[final cells by class]
class | count | share of cell area
multi-input combinational | 149 | 0.534
inverter | 9 | 0.0154
tap | 96 | 0.0548
timing repair buffer | 88 | 0.396
No activity file was given, so power comes from the tool's default toggle rates.
