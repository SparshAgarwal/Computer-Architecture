**flow/config.mk**
```make
export PLATFORM = sky130hd
export DESIGN_NAME = alu_branch
export DESIGN_NICKNAME = alu_branch
export VERILOG_FILES = /design/flow/design.v
export SDC_FILE = /design/flow/constraint.sdc
export NUM_CORES = 4
export LEC_CHECK = 1
export CORE_AREA = 10 10 109 109
export DIE_AREA = 0 0 119 119
```
**flow/constraint.sdc**
```tcl
current_design alu_branch

set clk_period 13.2
set clk_io_pct 0.2

create_clock -name clk0 -period $clk_period

set non_clock_inputs [all_inputs -no_clocks]
set_input_delay [expr $clk_period * $clk_io_pct] -clock clk0 $non_clock_inputs
set_output_delay [expr $clk_period * $clk_io_pct] -clock clk0 [all_outputs]
```
**flow/design.v**
```verilog
module PFA(InA, InB, Cin, P, G, Out);
input InA, InB, Cin;
output P, G, Out;
wire w1;
assign P = InA ^ InB;
assign G = InA & InB;
assign Out = P ^ Cin; 
endmodule
module fourBitCLA(InA, InB, Out, c0, c4, p, g);
input [3:0] InA, InB;
input c0;
output [3:0] Out;
output c4, p, g;
wire p0, p1, p2, p3, g0, g1, g2, g3, c1, c2, c3;
PFA pfa1(.InA(InA[0]), .InB(InB[0]), .Cin(c0), .P(p0), .G(g0), .Out(Out[0]));
PFA pfa2(.InA(InA[1]), .InB(InB[1]), .Cin(c1), .P(p1), .G(g1), .Out(Out[1]));
PFA pfa3(.InA(InA[2]), .InB(InB[2]), .Cin(c2), .P(p2), .G(g2), .Out(Out[2]));
PFA pfa4(.InA(InA[3]), .InB(InB[3]), .Cin(c3), .P(p3), .G(g3), .Out(Out[3]));
assign c1 = g0 | (p0 & c0);
assign c2 = g1 | (p1 & g0) | (p1 & p0 & c0);
assign c3 = g2 | (p2 & g1) | (p2 & p1 & g0) | (p2 & p1 & p0 & c0);
assign c4 = g3 | (p3 & g2) | (p3 & p2 & g1) | (p3 & p2 & p1 & g0) | (p3 & p2 & p1 & p0 & c0);
assign p = p0 & p1 & p2 & p3;
assign g = g3 | (g2 & p3) | (g1 & p2 & p3) | (g0 & p1 & p2 & p3);
endmodule
module sixteenBitCLA(InA, InB, Out, C0, C12, C16, P, G);
input [15:0] InA, InB;
input C0;
output [15:0] Out;
output C12, C16, P, G;
wire P0, P4, P8, P12, G0, G4, G8, G12, C4, C8, C12;
fourBitCLA cla1(.InA(InA[3:0]), .InB(InB[3:0]), .Out(Out[3:0]), .c0(C0), .c4(C4), .p(P0), .g(G0));
fourBitCLA cla2(.InA(InA[7:4]), .InB(InB[7:4]), .Out(Out[7:4]), .c0(C4), .c4(C8), .p(P4), .g(G4));
fourBitCLA cla3(.InA(InA[11:8]), .InB(InB[11:8]), .Out(Out[11:8]), .c0(C8), .c4(C12), .p(P8), .g(G8));
fourBitCLA cla4(.InA(InA[15:12]), .InB(InB[15:12]), .Out(Out[15:12]), .c0(C12), .c4(C16), .p(P12), .g(G12));
assign P = P0 & P4 & P8 & P12;
assign G = G12 | (G8 & P12) | (G4 & P8 & P12) | (G0 & P4 & P8 & P12);
endmodule
module alu_branch (A, B, Cin, Op, invA, invB, sign, Out, Ofl, Z, err, branchCon);
        input [15:0] A;
        input [15:0] B;
        input Cin;
        input [4:0] Op;
        input invA;
        input invB;
        input sign;
        output [15:0] Out;
        output Ofl;
        output Z;
        output reg err;
        output reg branchCon;
	reg [15:0]value;
	wire [15:0]sA, sB, w5;
	wire cout;
	wire c12, p, g;
	reg ofl = 1'b0;
	assign sA = (Op==5'b01000)?16'h0010:
			(invA? ~A:A);
	assign sB = (Op==5'b01000)?~{12'h000,B[3:0]}:
			(invB? ~B:B);
sixteenBitCLA CLA(.InA(sA), .InB(sB), .Out(w5), .C0(Cin), .C12(c12), .C16(cout), .P(p), .G(g));		
always @ (*) begin
	casex(Op)
		5'b1????:begin
			branchCon = 0;
		end
		5'b01010:begin
			value = (sA==sB)?1:0;
			branchCon = value==1?1:0;
		end
		5'b01110:begin
			value = (sA==sB)?0:1;  
			branchCon = value==1?1:0;
		end
		5'b01011:begin
			value = (w5[15]&~sA[15]&~B[15])|(w5[15]&sA[15]&B[15])|(sA[15]&~B[15]);
			branchCon = value==1?1:0;
		end
		5'b01111:begin
			value = (w5[15]==1'b1)?0:1;
			branchCon = value==1?1:0;
		end
		5'b00100:begin  
			branchCon = 1;  
			value = w5;
			ofl = sign?(((sA[15]~^sB[15])&(cout^sB[15]))? 1'b1:1'b0 ):(cout? 1'b1:1'b0 );
		end
		default: begin
			branchCon = 0;
			err = 1;
	    end
	endcase
end
assign Ofl = ofl;
assign Out=value;
assign Z=&value;
endmodule
```
**flow/run.sh**
```bash
#!/bin/bash
# OpenROAD 26Q1-2900-gdf79404cd8, Yosys 0.63+post, stock flow scripts
make -C /OpenROAD-flow-scripts/flow DESIGN_CONFIG=/design/flow/config.mk WORK_HOME=/design/flow/orfs finish
```
==> out/qor.yml <==
finish:
  regArea_um2: 255.2
  area_growth_pct: 44.23
  final-comb-area_um2: 1319
  fillers: 1083
  lay_top_count: "clkdlybuf4s50_1"
  finish.utilization_pct: 24.64
  lay_top_cells: "clkdlybuf4s50_1 (60), xnor2_1 (39), nor2_1 (38)"
  drive_gt1_share_pct: 1.083
critical_path:
  cp_slowest_cell: "and3_1"
  endpoint_kind: "output port"
  critPathRequiredTime_ns: 10.56
  start_kind: "input pin"
  critPathMaxFanout: 14
  cp_top_family: "simple AND/OR/NAND/NOR gates"
  path_cells: "clkdlybuf4s50_1, nor2_1, and3_1, nor2_1, xnor2_1, ha_1, a211oi_2, o21ai_1, a32oi_1, o21ai_1, mux2i_1, mux2i_1, nand2_1, clkdlybuf4s50_1"
  critical_path_buf_inv_count: 2
  path_class: "in2out"
  cpPeakStageDelay_ns: 0.50
  cp.arrival_ns: 6.51
drt:
  num_vias: 1641
  final_antenna_net_count: 0
  routedWlPerCell_um: 12.60
  vias_per_cell: 4.002
  drtIter0Drc: 45
  finalWirelength_um: 5168
  firstDrtPassIters: 4
  num_antenna_cells: 0
  drc: 0
logic_synthesis:
  synth_area_um2: 1647
  yosys_warnings: 1
  syn-mean-instance-area_um2: 7.286
  synth_cells: 226
  edf_count: 0
  synthArstFlopShare_pct: 0
  flop_cell: "dlxtn_1"
  ys_cells: 226
  topCellsByArea: "xnor2_1 (21%), dlxtn_1 (16%), ha_1 (12%)"
  synth_top_area_share_pct: 20.74
  yosys_area_um2: 1647
  ys_types: 36
  yosys.area.top_type: "xnor2_1"
  synth_flops: 17
min_path:
  hold_path_class: "in2out"
  min_to: "branchCon"
  min_from: "B[15]"
  whs_path_depth: 5
floorplan:
  dieHeight_um: 119
  pin_count: 61
  die-area_um2: 14160
  initCoreUtil_pct: 17.08
  rows: 36
  core_area_um2: 9639
  dieWidth_um: 119
cts:
  post_cts_buffers: 0
  cts_resized: 0
  cts_hold_buf: 0
outcome:
  status: "completed"
power_and_ir_drop:
  peakVddDrop_uv: 13.48
  cellLeakagePower_nw: 0.9227
  p_per_area_nw_per_um2: 49.96
  design_power_total_mw: 0.1186
timing:
  rsz0062_at_grt: "no"
  timing.hold.ws_ns: 6.499
  unclocked_regs: 17
  tightest_slew_ns: 0.7677
  relSlewSlack_pct: 48.66
  max_freq_ghz: 0.1093
  finalMaxSlewViolations: 0
  fin_crit_ns: 9.152
  finalSetupTns_ns: 0
  setup_viol_count_final: 0
  hold_violations: 0
  untimed_endpoints: 35
  finalClockPeriodUsage_pct: 69.33
placed_design:
  gp_congestion: 0.8512
  place_hpwl_um: 4736
  port_buffers: 60
grt:
  grt_max_degree: 17
  grt_pass1_vias: 1703
  antenna_found_initial: 0
  grt_use_total_pct: 7.258
  gr-total-overflow: 0
  grt_pass1_wl_um: 8556
flow_run:
  drv_cap: 0
  tool_warnings: 32
[cell families after synthesis]
kind of cell,count (synthesis),share of synthesized area [%]
AND-OR/OR-AND,37,14.36
XOR/XNOR,44,23.40
adder cells (fa/ha/maj),20,17.02
buffers and inverters,17,4.408
latches,17,15.50
multiplexers,2,1.216
other,1,0.2277
AND/OR/NAND/NOR,88,23.86
[worst max path at each step]
| stage | start | cells past startpoint | to |
|---|---|---|---|
| after CTS | Op[4] | 14 | branchCon |
| final | Op[4] | 14 | branchCon |
| after global routing | Op[4] | 14 | branchCon |
[stage by stage]
step	instances	instance area [um^2]	worst slack, ns
after floorplan	226	1647	5.512
after global placement	410	2375	4.083
after detailed placement	410	2375	3.980
after CTS	410	2375	3.983
after global routing	410	2375	3.630
final	410	2375	4.048
[synthesized netlist by cell type (2+ instances only)]
library cell / instances
mux2i_1: 2
fa_1: 4
buf_2: 4
a21oi_1: 10
o21ai_0: 6
o21ai_1: 5
xor2_1: 5
a32oi_1: 2
clkbuf_1: 5
dlxtn_1: 17
inv_1: 7
a21o_1: 4
nand4_1: 6
or3_1: 2
nand2_1: 23
nor3_1: 5
nand2b_1: 2
nor2_1: 38
a211oi_1: 3
nand3_1: 2
ha_1: 16
xnor2_1: 39
nor4_1: 5
o21bai_1: 2
[per-layer routing]
layer	routed length, um	GRT usage (%)
met5	0	0
met2	2336	12.17
met3	345	1.679
met1	2487	9.900
met4	0	0
[worst min-delay path, delay by kind of cell]
kind / cells / cell delay [ns]
compound gates: 1 / 0.11
simple gates: 2 / 0.15
buf+inv: 2 / 0.95
[registers in the layout, indices dropped and copies added, names as in the netlist]
register / cells
ofl: 1
value: 16
[power breakdown]
| group | internal (mW) | total [mW] | leakage [nW] | switching, mW |
|---|---|---|---|---|
| clock network | 0 | 0 | 0 | 0 |
| logic | 0.0559 | 0.114 | 0.793 | 0.0581 |
| registers | 0.00382 | 0.00468 | 0.129 | 0.000865 |
[final cells by class]
type | instances | area share (%)
inverters | 7 | 1.106
multi-input cells | 192 | 55.53
repair buffers | 61 | 25.61
flip-flops and latches | 17 | 10.75
well taps | 133 | 7.007
Power is estimated from default activity; no workload was simulated.
